==> flow/design.v <==
module adder
	(
	input [31:0] pc_in,
	output reg [32:0] sum_out
	);
	always @(*)
		begin
			sum_out = pc_in + 4;
		end
endmodule
==> flow/run.sh <==
#!/bin/bash
# OpenROAD 26Q1-2900-gdf79404cd8, Yosys 0.63+post, stock flow scripts
make -C /OpenROAD-flow-scripts/flow DESIGN_CONFIG=/design/flow/config.mk WORK_HOME=/design/flow/orfs finish
==> flow/config.mk <==
export PLATFORM = sky130hd
export DESIGN_NAME = adder
export DESIGN_NICKNAME = adder
export VERILOG_FILES = /design/flow/design.v
export SDC_FILE = /design/flow/constraint.sdc
export NUM_CORES = 4
export LEC_CHECK = 1
export CORE_AREA = 10 10 75 75
export DIE_AREA = 0 0 85 85
==> flow/constraint.sdc <==
current_design adder

set clk_period 6.9
set clk_io_pct 0.2

create_clock -name clk0 -period $clk_period

set non_clock_inputs [all_inputs -no_clocks]
set_input_delay [expr $clk_period * $clk_io_pct] -clock clk0 $non_clock_inputs
set_output_delay [expr $clk_period * $clk_io_pct] -clock clk0 [all_outputs]
==> flow.log <==
[metrics] run summary
[metrics] top-level I/O count: 65
[metrics] number of flip-flops and latches: 0
[metrics] number of antenna violations at the first check in global routing: 0
[metrics] max-slew headroom at the worst pin: 0.550
[metrics] global-route total usage across every layer: 0.0652
[metrics] area of the placeable core: 0.00406 sq mm
[metrics] global-route wire length before repair: 4070 microns
[metrics] Worst IR Drop VDD: 0.0127 mV
[metrics] final wirelength: 2480 microns
[metrics] Post-Place Cells: 192
[metrics] sequential share of the synthesized area: 0
[metrics] number of standard cells after synthesis: 83
[metrics] Req. time, crit path: 5.52 ns
[metrics] GRT Residual Overflow: 0
[metrics] Cell Area, Synth: 587 sq um
[metrics] routed length per placed instance: 12.9 microns
[metrics] number of warnings the tools reported: 32
[metrics] Area growth, synth to finish: 112%
[metrics] status: completed
[metrics] maximum number of pins on one net before global-route repair: 11
[metrics] area taken by flip-flops and latches: 0 sq um
[metrics] top achievable clock speed: 0.196 GHz
[metrics] residual DRC count: 0
[metrics] crit end category: output pin
[metrics] total die size: 0.00723 sq mm
[metrics] Final min period: 5.10 ns
[metrics] floorplan core density: 0.145
[metrics] post-synthesis cell count from yosys: 83
[metrics] antenna-violating nets left: 0
[metrics] final core utilization: 0.307
[metrics] ratio of final minimum period to clock period: 0.739
[metrics] distinct lib cells: 16
[metrics] Pre-Repair DR Iteration Count: 2
[metrics] layout cell share with drive strength beyond 1: 0.0282
[metrics] WS Path Type: in -> out
[metrics] final setup violating endpoints: 0
[metrics] vias post-DR: 811
[metrics] count of standard-cell rows: 23
[metrics] count of inserted antenna diode cells: 0
[metrics] post-cts hold-fix buffer tally: 0
[metrics] filler-free cell count of the finished design: 192
[metrics] Die Width: 85 microns
[metrics] crit path max fanout: 6
[metrics] Iter 0 DRT Violations: 22
[metrics] Lkg Pwr: 0.422 nW
[metrics] yosys-reported design area after synthesis: 587 sq um
[metrics] startpoint types: input port
[metrics] Warnings, synthesis: 1
[metrics] post-DR vias/cell: 4.22
[metrics] clock buffer count: 0
[metrics] max-cap violations: 0
[metrics] slew of the pin with the lowest slew margin: 0.670 ns
[metrics] quantity of I/O buffers inserted on ports: 61
[metrics] total of cells resized after clock tree synthesis: 0
[metrics] average size of a mapped cell: 7.07 sq um
[metrics] DP HPWL: 2230 microns
[metrics] count of pins over their slew limit: 0
[metrics] accumulated negative setup slack: 0 ns
[metrics] final weighted congestion of routability-driven global placement: 0.748
[metrics] RSZ-0062 raised after global routing: false
[metrics] post-CTS setup-driven buffer insertion count: 0
[metrics] die height: 85 microns
[metrics] Cell Pwr Density: 45.3 mW/mm^2
[metrics] hold crit path type: in -> out
[metrics] final-report hold violation count: 0
[metrics] data arrival at the endpoint of the critical path: 3.72 ns
[metrics] vias in the first global route: 883
## synthesized netlist by cell type
master	n	area, sq um
sky130_fd_sc_hd__nand3_1	9	45.0
sky130_fd_sc_hd__and4_1	3	26.3
sky130_fd_sc_hd__nand4_4	1	21.3
sky130_fd_sc_hd__nand2_1	13	48.8
sky130_fd_sc_hd__nor2_1	4	15.0
sky130_fd_sc_hd__nor3_1	2	10.0
sky130_fd_sc_hd__nand4_1	11	68.8
sky130_fd_sc_hd__inv_1	3	11.3
sky130_fd_sc_hd__xor2_1	5	43.8
sky130_fd_sc_hd__nor4_4	2	42.5
sky130_fd_sc_hd__xnor2_1	23	201
sky130_fd_sc_hd__ha_1	1	12.5
sky130_fd_sc_hd__and3_1	2	12.5
sky130_fd_sc_hd__or2_2	1	6.26
sky130_fd_sc_hd__nor4_1	1	6.26
sky130_fd_sc_hd__buf_4	2	15.0
## worst max-delay path, cell delays in order
cell	delay (ns)
sky130_fd_sc_hd__clkdlybuf4s50_1	0.53
sky130_fd_sc_hd__ha_1	0.24
sky130_fd_sc_hd__nand4_1	0.15
sky130_fd_sc_hd__nor3_1	0.54
sky130_fd_sc_hd__nand2_1	0.18
sky130_fd_sc_hd__nor3_1	0.21
sky130_fd_sc_hd__clkdlybuf4s50_1	0.49
## kinds of logic after synthesis
kind of cell  after synthesis  synth area share
simple gates               49             0.516
xor+xnor                   28             0.418
buf+inv                     5            0.0448
fa+ha+maj                   1            0.0213
## through the flow
step | hold WS (ns) | worst slack, ns | power [mW] | area, sq um
global placement | 2.76 | 1.79 | 0.0576 | 1240
global route | 2.76 | 1.53 | 0.0621 | 1240
detailed placement | 2.76 | 1.75 | 0.0573 | 1240
CTS | 2.76 | 1.74 | 0.0578 | 1240
finish | 2.76 | 1.80 | 0.0564 | 1240
floorplan | 2.77 | 3.17 | 0.0113 | 587
## routing by layer
layer | global-route usage | part of all wire | vias up
li1 | - | - | 418
met2 | 0.108 | 0.45 | 36
met1 | 0.0805 | 0.43 | 357
met3 | 0.0289 | 0.12 | 0
met4 | 0 | 0 | 0
met5 | 0 | 0 | -
## power by group
group	switching [mW]	internal [mW]
sequential	0	0
combinational	0.0178	0.0386
clock	0	0
total	0.0178	0.0386
## cell type report
cell class         count  area, sq um
fillers              436         2810
well taps             50         62.6
repair buffers        61          611
inverters              3         11.3
multi-input cells     78          561
## placed cells by master, fill, tap and decap left out, drive strengths merged
cell / n
nor3: 2
xnor2: 23
nand2: 13
nor4: 3
ha: 1
inv: 3
nor2: 4
nand3: 9
or2: 1
clkdlybuf4s50: 61
xor2: 5
nand4: 12
and4: 3
and3: 2
## path summary, 6_finish.rpt
kind	slack (ns)	from	depth (start not counted)	endpoint
hold / removal	2.76	pc_in[0]	0	sum_out[0]
setup / recovery	1.80	pc_in[2]	7	sum_out[32]
Power and IR drop assume default switching activity.
