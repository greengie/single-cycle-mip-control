<file path="/design/flow/design.v">
module program_counter
	(
	input 				 		 clk,
	input 				 		 reset,
	input [31:0] 		 in,
	output reg [31:0] out
	);
	always @(posedge clk)
		begin
			if(reset)
				begin
					out <= 32'h003ffffc;
				end
			else
				begin
					out <= in;
				end
		end
endmodule
</file>
<file path="/design/flow/run.sh">
#!/bin/bash
# OpenROAD 26Q1-2900-gdf79404cd8, Yosys 0.63+post, stock flow scripts
make -C /OpenROAD-flow-scripts/flow DESIGN_CONFIG=/design/flow/config.mk WORK_HOME=/design/flow/orfs finish
</file>
<file path="/design/flow/config.mk">
export PLATFORM = sky130hd
export DESIGN_NAME = program_counter
export DESIGN_NICKNAME = program_counter
export VERILOG_FILES = /design/flow/design.v
export SDC_FILE = /design/flow/constraint.sdc
export NUM_CORES = 4
export LEC_CHECK = 1
export CORE_AREA = 10 10 90 90
export DIE_AREA = 0 0 100 100
</file>
<file path="/design/flow/constraint.sdc">
current_design program_counter

set clk_period 1.0
set clk_io_pct 0.2

create_clock -name clk0 -period $clk_period [get_ports {clk}]

set non_clock_inputs [all_inputs -no_clocks]
set_input_delay [expr $clk_period * $clk_io_pct] -clock clk0 $non_clock_inputs
set_output_delay [expr $clk_period * $clk_io_pct] -clock clk0 [all_outputs]
</file>
==> reports/qor.yml <==
outcome:
  status: "complete, no violations"
critical_path:
  cp_cell_sequence: "clkdlybuf4s15_1"
  crit_family: "flip-flops"
  cp-end-kind: "primary output"
  timing_worst_setup_path_type: "reg -> out"
  path_buffers: 1
  required_ns: 0.80
  slowest_delay_ns: 0.31
  cp_max_fo: 1
  cpMaxStageDelayCell: "dfxtp_1"
  crit_arrival_ns: 0.76
  critPathLaunchType: "register"
grt:
  grt_max_degree: 33
  globalRouteOverflowTotal: 0
  grt_usage_pct: 4.74
  grt_pass1_wl_um: 3720
  antenna_found_initial: 0
  grt_pass1_vias: 639
synthesis:
  synth-main-ff-cell: "dfxtp_1"
  async_flop_share_pct: 0
  common_cells: "dfxtp_1, or2_1, nor2b_1, buf_6, buf_4"
  enable_flop_cells: 0
  ys_types: 5
  ys_top_cells_by_area: "dfxtp_1, or2_1, nor2b_1"
  synth_seq_share_pct: 73.6
  synth_area_um2: 871
  ys_ff: 32
  yosys_area_um2: 871
  syn_inst: 67
  top_area_share_pct: 73.6
  yosys-stat-cells: 67
  top_area_cell: "dfxtp_1"
  yosys_warnings: 1
  syn_area_per_cell_um2: 13.0
  top_cell: "dfxtp_1"
power:
  ir_drop_mv: 0.628
  comb_power_share_pct: 10.1
  p_switching_uw: 505
  p_seq_share_pct: 50.8
  power_frac_clock_pct: 39.1
  power.internal_uw: 2180
  leakage_uw: 0.000661
  power_switching_share_pct: 18.8
  power.density_nw_per_um2: 1600
final_timing:
  final-setup-viol-count: 0
  finalClockPeriodUsage_pct: 96.2
  hold_viol: 0
  slew_headroom_pct: 91.6
  timing.fmax_mhz: 1040
  rsz0062_at_grt: "no"
  fin_crit_ns: 0.962
  report.final.slew_viol_count: 0
  worst_pin_slew_ns: 0.125
  worst_slack_ns: 0.0376
  tns_ns: 0
routing:
  route.detailed.drc: 0
  drt_iter0_markers: 13
  via_per_inst: 3.06
  post_drt_wl_per_cell_um: 11.9
  antennaDiodeCount: 0
  drtAntennaViolNets: 0
  dr.pass1.iters: 2
  num_vias: 654
  wl_um: 2560
clocking:
  h-tree-depth: 2
  cts_buffer_depth: 2
  cts.sinks: 32
  cts_tree: "yes"
  holdBufCountCts: 0
  cts_buffers: 5
  cts_root_buf: "clkbuf_8"
  clkTransAtPathRegs_ns: 0.06
floorplanning:
  initCoreUtil_pct: 13.9
  io_pins: 66
  rows: 29
  chip_area_um2: 10000
  die_x_um: 100
  core_area_um2: 6280
  dieHeight_um: 100
place:
  gp_congestion: 0.667
  portBuffers: 65
  place_ws_ns: -0.185
  post-dp-hpwl_um: 2050
cells_and_area:
  regMostFlops: "out"
  largest_register_ffs: 32
  seq_area_um2: 653
  area_growth_pct: 92.5
  reg_top3: "out: 32 flops"
  drive_gt1_share_pct: 19.0
  fillers: 651
  comb_area_um2: 200
flow_run:
  warning_count: 25
  drv_cap: 0
hold_path:
  hp-class: "in -> reg"
[through the flow]
step / std cells / utilization, % / hold WS, ns / total power, uW / area, um^2
3_5_place_dp: 207 / 25.6 / 0.756 / 1710 / 1610
3_3_place_gp: 207 / 25.6 / 0.755 / 1700 / 1610
5_1_grt: 214 / 26.7 / 0.462 / 2810 / 1680
4_1_cts: 214 / 27.2 / 0.460 / 2750 / 1710
2_1_floorplan: 67 / - / 0.272 / 1430 / 871
6_report: 214 / 26.7 / 0.469 / 2680 / 1680
[area by class of cell]
type / instances / area share [%]
clock buffer: 7 / 5.75
multi-input combinational: 32 / 11.9
sequential: 32 / 39.0
tap: 77 / 5.75
timing repair buffer: 66 / 37.6
[per-layer routing]
layer,vias to the layer above,share of wire [%],GRT usage [%]
li1,336,-,-
met1,273,38,5.29
met2,40,44,6.97
met3,5,16,3.89
met4,0,1.7,0.870
met5,-,0,0
[worst paths after layout]
check | start | end | slack [ns] | cells after the start
worst min-delay path | in[29] | out[29] | 0.47 | 2
worst max-delay path | out[24] | out[24] | 0.04 | 1
[cells in the final DEF (no fill, tap or decap), drive strengths merged]
cell and n:
or2 20, dfxtp 32, clkdlybuf4s15 24, clkbuf 14, clkdlybuf4s50 33, nor2b 12
buf 2
[logic make-up after synthesis]
logic type / count (synthesis) / synth area share (%)
simple gates: 32 / 23.0
buf+inv: 3 / 3.45
flops: 32 / 73.6
[power groups by stage]
stage	logic, uW	clock network [uW]	registers, uW
CTS	289	1100	1360
global route	299	1150	1370
finish	271	1050	1360
[timing repair]
action / CTS / global route
setup endpoints to repair: 32 / 14
buffers inserted: 0 / 0
hold endpoints to repair: 0 / 0
resized: 66 / 17
No activity file was given, so power comes from the tool's default toggle rates.
